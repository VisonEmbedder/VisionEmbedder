**/design/flow/design.v**
```verilog
module ASYNCRAM
#(parameter
	DataWidth				= 32,				 
	DataDepth				= 2,				 
	RAMAddWidth				= 2					 
)(
	input   wire	          			aclr,			 
	input	wire	[RAMAddWidth-1:0]	address_a,		 
	input	wire	[RAMAddWidth-1:0]	address_b,		 
	input   wire	          			clock_a,		 
	input   wire	          			clock_b,		 
	input	wire	[DataWidth-1:0]		data_a,			 
	input	wire	[DataWidth-1:0]		data_b,			 
	input   wire	          			rden_a,			 
	input   wire	          			rden_b,			 
	input	wire						wren_a,			 
	input	wire						wren_b,			 
	output	reg		[DataWidth-1:0]		q_a,			 
	output	reg		[DataWidth-1:0]		q_b,			 
	output	wire						reset,			 
	output	wire						clka,			 
	output	wire						ena,			 
	output	wire						wea,			 
	output	wire	[RAMAddWidth-1:0]	addra,			 
	output	wire	[DataWidth-1:0]		dina,			 
	input	wire	[DataWidth-1:0]		douta,			 
	output	wire						clkb,			 
	output	wire						enb,			 
	output	wire						web,			 
	output	wire	[RAMAddWidth-1:0]	addrb,			 
	output	wire	[DataWidth-1:0]		dinb,			 
	input	wire	[DataWidth-1:0]		doutb			 
   );
	assign	reset					=	aclr;			 
	assign	clka					=	clock_a;		 
	assign	clkb					=	clock_b;		 
	assign	addra					=	address_a;		 
	assign	addrb					=	address_b;		 
	assign	dina					=	data_a;			 
	assign	dinb					=	data_b;			 
	assign	ena						=	wren_a|rden_a;	 
	assign	wea						=	wren_a;			 
	assign	enb						=	wren_b|rden_b;	 
	assign	web						=	wren_b;			 
	always@(posedge clock_a or posedge aclr)
		if (aclr)begin
			q_a						<= {DataWidth{1'b0}};
		end
		else begin
			q_a						<= douta;
		end
	always@(posedge clock_b or posedge aclr)
		if (aclr)begin
			q_b						<= {DataWidth{1'b0}};
		end
		else begin
			q_b						<= doutb;
		end	
endmodule
```
**/design/flow/run.sh**
```bash
#!/bin/bash
# OpenROAD 26Q1-2900-gdf79404cd8, Yosys 0.63+post, stock flow scripts
make -C /OpenROAD-flow-scripts/flow DESIGN_CONFIG=/design/flow/config.mk WORK_HOME=/design/flow/orfs finish
```
**/design/flow/config.mk**
```make
export PLATFORM = sky130hd
export DESIGN_NAME = ASYNCRAM
export DESIGN_NICKNAME = ASYNCRAM
export VERILOG_FILES = /design/flow/design.v
export SDC_FILE = /design/flow/constraint.sdc
export NUM_CORES = 4
export LEC_CHECK = 1
export CORE_AREA = 10 10 116 116
export DIE_AREA = 0 0 126 126
```
**/design/flow/constraint.sdc**
```tcl
current_design ASYNCRAM

set clk_period 1.0
set clk_io_pct 0.2

create_clock -name clk0 -period $clk_period [get_ports {clock_a}]
create_clock -name clk1 -period $clk_period [get_ports {clock_b}]

set non_clock_inputs [all_inputs -no_clocks]
set_input_delay [expr $clk_period * $clk_io_pct] -clock clk0 $non_clock_inputs
set_output_delay [expr $clk_period * $clk_io_pct] -clock clk0 [all_outputs]
```
==> out/results.tsv <==
metric	value	unit
status	finished, violations left	
failed_checks	negative setup slack	
placement_stage_worst_setup_slack	-0.445	ns
pwr_density_cell	2230	nW/µm²
worst_setup_sp_type	flop	
clkTransAtPathRegs	0.05	ns
syn_avg_cell_area	15.5	µm²
critPathMaxStageDelay	0.35	ns
worst-path-max-fanout	1	
fp_util	19.8	%
max-cap-violations	0	
cts_tree	yes	
design.core.area	10900	µm²
final-max-slew-violation-count	0	
layout-drive-gt1-share	40.2	%
use_met2	10.8	%
grt_util_all_layers	7.35	%
drt-wirelength-per-cell	16.5	µm
layout.cell_area.non_filler	3350	µm²
postRouteAntennaNets	0	
power.leakage	1.55	nW
placedInstanceArea	3250	µm²
antennaDiodeCount	0	
synthCells	140	
required_arrival_time_at_the_worst_endpoint	0.80	ns
pin_count_of_the_biggest_net_entering_global_routing	34	
gr-total-overflow	0	
min-delay-path-class	primary input to asynchronous set/reset pin	
grt-busiest-layer	met2	
syn2layout_area_growth	54.5	%
worst_path_setup_slack_after_routing	-0.0555	ns
vdd.ir_drop.worst	1280	µV
num-fill-cells	1116	
setup.worst_path.class	flop to output port	
post_drt_via_cell_ratio	3.44	
synth.distinct_cells	4	
yosysCellCount	140	
grt_pass1_wl	9.07	mm
vias	1268	
met1_track_demand_over_resource_in_global_routing	7.86	%
timing.critical_path.cells	buf_2	
worst_pin_slew	0.185	ns
setup_viol_count_final	64	
synth.yosys.chip_area	2170	µm²
setup.worst_path.end	q_b[0]	
comb_area	12.5	µm²
detail_route.drc_violations	0	
synth-seq-area-share	73.9	%
mappedNetlistArea	2170	µm²
postLayoutCoreUtil	30.6	%
routed_wirelength	6.09	mm
layout.cells.non_filler	369	
floorplan.die.height	126	µm
detail_route.first_pass.iterations	3	
seqCellArea	1600	µm²
ys_seq_elements	64	
count_of_pins_on_the_block_boundary	278	
initial_antenna_violation_count	0	
worst_setup_path_startpoint	q_b[0]$_DFF_PP0_	
drt_iter0_drc	12	
die_width	126	µm
warning_count	30	
data_arrival_at_the_endpoint_of_the_critical_path	0.86	ns
hold_viol	0	
use_met3	5.95	%
critical_path_capture_point_type	output port	
crit_slowest_cell	sky130_fd_sc_hd__dfrtp_1	
numPortBuffers	140	
numPlacedInstances	350	
timing.slew.headroom	87.7	%
crit_cells	1	
unrepaired_setup_endpoints_after_global_routing	yes	
number_of_core_rows	38	
grt_pass1_vias	1468	
yosysWarnings	1	
finalWeightedCongestion	0.720	
die_size	15900	µm²
gate_family_responsible_for_the_most_delay_along_the_worst_path	flip-flops	
critPathBufInv	1	
## layout make-up
class	instances	area share [%]
sequential	64	47.9
timing repair buffer	141	32.6
clock buffer	20	12.8
tap	140	5.24
clock inverter	1	0.898
multi-input combinational	2	0.374
inverter	1	0.224
## layout by cell type, fill, tap and decap left out
cell / netlist / routed
sky130_fd_sc_hd__buf_12: 0 / 2
sky130_fd_sc_hd__clkbuf_8: 0 / 4
sky130_fd_sc_hd__clkdlybuf4s50_1: 0 / 64
sky130_fd_sc_hd__clkdlybuf4s15_2: 0 / 1
sky130_fd_sc_hd__or2_1: 2 / 2
sky130_fd_sc_hd__dfrtp_1: 64 / 64
sky130_fd_sc_hd__clkbuf_16: 0 / 14
sky130_fd_sc_hd__bufinv_16: 0 / 1
sky130_fd_sc_hd__clkinvlp_4: 0 / 1
sky130_fd_sc_hd__buf_4: 73 / 1
sky130_fd_sc_hd__buf_2: 0 / 66
sky130_fd_sc_hd__dlygate4sd2_1: 0 / 7
sky130_fd_sc_hd__buf_6: 0 / 2
## report_power, final
| group | switching, W | internal, W |
|---|---|---|
| registers | 0.0000273 | 0.00272 |
| clock network | 0.00108 | 0.00317 |
| logic | 0.000126 | 0.000339 |
## cell usage after synthesis
master	count	area (µm²)
sky130_fd_sc_hd__dfrtp_1	64	1600
sky130_fd_sc_hd__inv_1	1	3.75
sky130_fd_sc_hd__or2_1	2	12.5
sky130_fd_sc_hd__buf_4	73	548
## worst min-delay path, cell delays in order
cell and delay (ns):
sky130_fd_sc_hd__clkdlybuf4s15_2 0.18, sky130_fd_sc_hd__buf_4 0.13, sky130_fd_sc_hd__clkinvlp_4 0.10, sky130_fd_sc_hd__buf_12 0.20
## cells by family after synthesis
logic type / share of synthesized area (%)
buffers and inverters: 25.5
DFF: 73.9
and+or+nand+nor: 0.578
## repair_timing
action / in CTS / in global routing
resized: 233 / 0
endpoints found under the setup margin: 71 / 66
hold buffers: 0 / 0
pin swaps: 2 / 2
buffers inserted: 0 / 0
## how the worst min path moves through the flow
| stage | end | cells after the start |
|---|---|---|
| CTS | q_b[19]$_DFF_PP0_ | 4 |
| global route | q_b[4]$_DFF_PP0_ | 4 |
| finish | q_b[24]$_DFF_PP0_ | 4 |
## layer usage
layer	wire (µm)	vias to the layer above	part of all wire, %
li1	-	522	-
met1	2060	603	34
met2	2900	115	48
met3	958	28	16
met4	180	0	3.0
met5	0	-	0
## registers in the layout, summed over array words and instances, names as in the netlist
name and count:
q_b 32, q_a 32
## per-stage QoR
stage	power, W	setup TNS, ns	hold slack, ns
2_1_floorplan	0.00307	0	0.231
3_3_place_gp	0.00356	-2.10	0.400
3_5_place_dp	0.00356	-2.10	0.400
4_1_cts	0.00762	-3.62	0.0961
5_1_grt	0.00783	-4.80	0.108
6_report	0.00747	-2.61	0.0847
Power figures rest on the tool's default switching activity, not on a simulated workload.
